===== design/flow/constraint.sdc =====
current_design adder_16bit

set clk_period 14.0
set clk_io_pct 0.2

create_clock -name clk0 -period $clk_period

set non_clock_inputs [all_inputs -no_clocks]
set_input_delay [expr $clk_period * $clk_io_pct] -clock clk0 $non_clock_inputs
set_output_delay [expr $clk_period * $clk_io_pct] -clock clk0 [all_outputs]

===== design/flow/design.v =====
module full_adder_4bit( A, B, Cin, S, Cout);
  input wire [3:0]A, B; 
  input wire Cin;
  output reg [3:0]S;
  output reg Cout;
 always @(A or B or Cin)
  begin 
    {Cout,S} = A+B+Cin; 
  end
endmodule
module adder_16bit(A,B,S,Cout);
  input [15:0]A,B;
  output Cout;
  output [15:0]S;
  wire C1,C2,C3;
  full_adder_4bit M1(A[3:0],B[3:0],1'b0,S[3:0],C1);
  full_adder_4bit M2(A[7:4],B[7:4],C1,S[7:4],C2);
  full_adder_4bit M3(A[11:8],B[11:8],C2,S[11:8],C3);
  full_adder_4bit M4(A[15:12],B[15:12],C3,S[15:12],Cout);
endmodule

===== design/flow/run.sh =====
#!/bin/bash
# OpenROAD 26Q1-2900-gdf79404cd8, Yosys 0.63+post, stock flow scripts
make -C /OpenROAD-flow-scripts/flow DESIGN_CONFIG=/design/flow/config.mk WORK_HOME=/design/flow/orfs finish

===== design/flow/config.mk =====
export PLATFORM = sky130hd
export DESIGN_NAME = adder_16bit
export DESIGN_NICKNAME = adder_16bit
export VERILOG_FILES = /design/flow/design.v
export SDC_FILE = /design/flow/constraint.sdc
export NUM_CORES = 4
export LEC_CHECK = 1
export CORE_AREA = 10 10 78 78
export DIE_AREA = 0 0 88 88

==> out/metrics.cfg <==
[status]
status=finished clean

[setup_path]
cp_data_arrival_time_ns=8.02
startpoint_type=input pin
crit_family=adder cells
crit_type=in2out
critical_path_required_ns=11.20
cp_cell_sequence=clkdlybuf4s50_1 -> ha_1 -> fa_1 -> a21o_1 -> a21o_1 -> fa_1 -> fa_1 -> a21o_1 -> a21o_1 -> fa_1 -> fa_1 -> a21o_1 -> a21o_1 -> fa_1 -> inv_1 -> fa_1 -> inv_1 -> clkdlybuf4s50_1
worstPathMaxFanout=2
cpMaxStageDelayCell=clkdlybuf4s50_1
end_kind=primary output
cp_common_cell=fa_1
crit_buf_inv=4
cpPeakStageDelay_ns=0.47

[routing]
wl_per_cell_um=12.5
vias=547
drt-pass1-iter-count=1
antenna_left=0
via_per_inst=3.65
drc=0
drt-total-wl_mm=1.87
drt_iter0_drc=0
n_antenna_cell=0

[floorplan]
io_pins=49
chipWidth_um=88
num_rows=24
core_um2=4410
initCoreUtil_pct=11.7
fp.dieH_um=88
dieArea_um2=7740

[pwr]
p_per_area_nw_per_um2=44.9
max-vdd-ir-drop_uv=18.9
p_leak_nw=0.483

[timing]
fin_ws_ns=3.18
slew_viol_final=0
max_freq_ghz=0.0925
worst_pin_slew_ns=0.175
rsz0062_at_grt=false
setup_tns_ns=0
slew_headroom_pct=88.3
final-setup-viol-count=0
hold_viol=0
fin_crit_ns=10.82
period_used_pct=77.3

[synth]
yosys_area_um2=515
syn_area_um2=515
yosys.area.top_type=ha_1
ys_cells=49
yosysWarnings=1
synthTopCellsByCount=13 x ha_1, 10 x a21o_1, 7 x fa_1, 5 x xnor2_1
most_common_cell=ha_1
postSynthCellCount=49
area_leaders=ha_1 32%, fa_1 27%, a21o_1 15%
synth_top_area_share_pct=31.6
yosysSeqAreaShare_pct=0
avgSynthCellArea_um2=10.5
synth_cell_type_count=10

[place]
portBuffers=49
dp_hpwl_mm=1.79
place_ws_ns=3.16
place.gp.congestion=0.817

[run]
warnings=32
drv_cap=0

[final_layout]
seq_cells=0
flop_area_um2=0
fin_util_pct=24.3
drive_gt1_share_pct=4.08
syn_to_final_growth_pct=108
clockBufferCount=0

[global_route]
grt_util_all_layers_pct=4.38
grt_pass1_wl_mm=2.82
grt_remaining_overflow=0
grt_pass1_vias=580
antenna_found_initial=0
grt_max_degree=4

[clock_network]
cts_hold_buf=0
cts_setup_buffers=0
cts_resized=0

[min_path]
hold_depth=3
min_from=A[0]
hp-class=in2out
min_to=S[0]

==> per-layer routing <==
metal,wire [um],vias to the layer above,GRT usage (%),part of all wire (%)
met3,505,0,4.12,27
met5,0,-,0,0
li1,-,270,-,-
met4,0,0,0,0
met2,568,49,6.08,30
met1,798,228,5.17,43
==> power by group <==
group / total (mW) / leakage (nW) / internal (mW) / switching [mW]
clock network: 0 / 0 / 0 / 0
registers: 0 / 0 / 0 / 0
logic: 0.0481 / 0.483 / 0.0337 / 0.0144
total: 0.0481 / 0.483 / 0.0337 / 0.0144
==> worst max path at each step <==
stage,start,to,cells past startpoint
CTS,B[0],S[13],18
global route,B[0],Cout,20
finish,B[0],S[13],18
==> placed cells by master, fill, tap and decap left out <==
| cell | synthesis | routed |
|---|---|---|
| ha_1 | 13 | 13 |
| xor2_1 | 3 | 3 |
| nand2b_1 | 1 | 1 |
| a21o_1 | 10 | 10 |
| xnor2_1 | 5 | 5 |
| nor2b_1 | 1 | 1 |
| fa_1 | 7 | 7 |
| clkdlybuf4s50_1 | 0 | 49 |
| o21ai_0 | 1 | 1 |
| inv_1 | 4 | 4 |
| a21oi_2 | 4 | 4 |
==> cell families after synthesis <==
family / after synthesis / share of synthesized area [%]
simple gates: 2 / 2.43
buf+inv: 4 / 2.91
fa+ha+maj: 20 / 58.7
compound gates: 15 / 22.3
xor+xnor: 8 / 13.6
==> final cells by class <==
class | instances | area, um^2
timing repair buffer | 49 | 490
inverter | 4 | 15.0
tap | 52 | 65.1
multi-input combinational | 45 | 500
fill | 455 | 3340
==> metrics by stage <==
| step | hold slack (ns) | power, mW | std cells | area (um^2) |
|---|---|---|---|---|
| 2_1_floorplan | 5.67 | 0.0145 | 49 | 515 |
| 3_3_place_gp | 6.66 | 0.0487 | 150 | 1070 |
| 3_5_place_dp | 6.65 | 0.0488 | 150 | 1070 |
| 4_1_cts | 6.66 | 0.0493 | 150 | 1070 |
| 5_1_grt | 6.66 | 0.0534 | 150 | 1070 |
| 6_report | 6.65 | 0.0481 | 150 | 1070 |
==> tightest hold or removal path, cell delays in order <==
cell,delay [ns]
clkdlybuf4s50_1,0.46
ha_1,0.12
clkdlybuf4s50_1,0.46
No activity file was given, so power comes from the tool's default toggle rates.
